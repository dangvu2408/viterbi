**/design/flow/design.v**
```verilog
module add_comp (clk, rst, en_add, hamd_1, hamd_2, 
                                   hamd_3, hamd_4, 
                                   hamd_5, hamd_6, 
                                   hamd_7, hamd_8, 
                                   prv_st_00, prv_st_01, 
                                   prv_st_10, prv_st_11, 
                                   sel_node);
    input            clk, rst, en_add;
    input      [1:0] hamd_1, hamd_2, hamd_3, hamd_4, hamd_5, hamd_6, hamd_7, hamd_8;
    output reg [1:0] prv_st_00, prv_st_01, prv_st_10, prv_st_11; 
    output reg [1:0] sel_node;
    reg [4:0] sum_00, sum_10, sum_01, sum_11; 
    reg [4:0] min_sum;
    reg [3:0] count;
    reg [1:0] min_node;
    always @(posedge clk or posedge rst) begin 
        if (rst) begin 
            count     <= 3'b000;
            sum_00    <= 5'b00000;  
            sum_10    <= 5'b00000;
            sum_01    <= 5'b00000;
            sum_11    <= 5'b00000;
            prv_st_00 <= 2'b00;
            prv_st_01 <= 2'b00;
            prv_st_10 <= 2'b00;
            prv_st_11 <= 2'b00;
            sel_node  <= 2'b00;
        end else begin 
            if (en_add) begin 
                if ((hamd_1 + sum_00) == (hamd_5 + sum_01) || (hamd_1 + sum_00) < (hamd_5 + sum_01)) begin 
                    sum_00 <= hamd_1 + sum_00;
                    prv_st_00 <= 2'b00;
                end else begin 
                    sum_00 <= hamd_5 + sum_01;
                    prv_st_00 <= 2'b01;
                end
                if ((hamd_2 + sum_00) == (hamd_6 + sum_01) || (hamd_2 + sum_00) < (hamd_6 + sum_01)) begin 
                    sum_10 <= hamd_2 + sum_00;
                    prv_st_10 <= 2'b00;
                end else begin 
                    sum_10 <= hamd_6 + sum_01;
                    prv_st_10 <= 2'b01;
                end
                if ((hamd_3 + sum_10) == (hamd_7 + sum_11) || (hamd_3 + sum_10) < (hamd_7 + sum_11)) begin 
                    sum_01 <= hamd_3 + sum_10;
                    prv_st_01 <= 2'b10;
                end else begin 
                    sum_01 <= hamd_7 + sum_11;
                    prv_st_01 <= 2'b11;
                end
                if ((hamd_4 + sum_10) == (hamd_8 + sum_11) || (hamd_4 + sum_10) < (hamd_8 + sum_11)) begin 
                    sum_11 <= hamd_3 + sum_10;
                    prv_st_11 <= 2'b10;
                end else begin 
                    sum_11 <= hamd_7 + sum_11;
                    prv_st_11 <= 2'b11;
                end
                sel_node <= min_node;
                count <= count + 1;
            end else begin 
                count     <= count;
                sum_00    <= sum_00;  
                sum_10    <= sum_10;
                sum_01    <= sum_01;
                sum_11    <= sum_11;
                prv_st_00 <= 2'b00;
                prv_st_01 <= 2'b00;
                prv_st_10 <= 2'b00;
                prv_st_11 <= 2'b00;
                sel_node  <= 2'b00;
            end
        end
    end
    always @(posedge clk or posedge rst) begin 
        if (rst) begin 
            min_sum  <= 5'b11111;
            min_node <= 2'b00;
        end else if (count >= 8) begin 
            if (sum_00 < min_sum) begin 
                min_sum  <= sum_00;
                min_node <= 2'b00;
            end
            if (sum_10 < min_sum) begin 
                min_sum  <= sum_10;
                min_node <= 2'b10;
            end
            if (sum_01 < min_sum) begin 
                min_sum  <= sum_01;
                min_node <= 2'b01;
            end
            if (sum_11 < min_sum) begin 
                min_sum  <= sum_11;
                min_node <= 2'b11;
            end
        end
    end
endmodule
module ctrl (clk, rst, en, en_brch, en_add, en_mem, en_tbck);
    input      clk, rst, en;
    output reg en_brch, en_add, en_mem, en_tbck;
    reg [2:0]  state, next_state;
    reg [3:0]  count;
    localparam [2:0] s0 = 3'b000;  
    localparam [2:0] s1 = 3'b001;  
    localparam [2:0] s2 = 3'b010;  
    localparam [2:0] s3 = 3'b011;  
    localparam [2:0] s4 = 3'b100;  
    always @ (posedge clk or posedge rst) begin
        if (rst) begin
            count <= 0;
            state <= s0;
        end else begin
            if (en == 1) begin
                count <= count + 1; 
                state <= next_state;
            end else begin
                count <= count;
                state <= state; 
            end
        end
    end
    always @(state or count or en) begin
        en_brch = 0;
        en_add  = 0;
        en_mem  = 0;
        en_tbck = 0;
        next_state = state;
        case (state)
            s0: begin
                if (en)
                    next_state = s1;
            end
            s1: begin
                en_brch = 1;
                next_state = s2;
            end
            s2: begin
                en_brch = 1;
                en_add  = 1;
                next_state = s3;
            end
            s3: begin
                en_brch = 1;
                en_add  = 1;
                en_mem  = 1;
                if (count < 11)
                    next_state = s3;
                else
                    next_state = s4;
            end
            s4: begin
                en_mem  = 1;
                en_tbck = 1;
                next_state = s4;
            end
        endcase
    end
endmodule
module ham_d (clk, rst, en_brch, data, hamd_1, hamd_2, 
                                       hamd_3, hamd_4, 
                                       hamd_5, hamd_6, 
                                       hamd_7, hamd_8);
    input            clk, rst, en_brch;
    input     [15:0] data;
    output reg [1:0] hamd_1, hamd_2, hamd_3, hamd_4, hamd_5, hamd_6, hamd_7, hamd_8;
    reg [3:0]    count;         
    reg [1:0]    data_rx;       
    reg [15:0]   data_reg;      
    always @(posedge clk or posedge rst) begin 
        if (rst) begin 
            count    <= 4'b1111;
            data_rx  <= 2'b00;
            data_reg <= 16'b0;
            hamd_1   <= 2'b00;
            hamd_2   <= 2'b00;
            hamd_3   <= 2'b00;
            hamd_4   <= 2'b00;
            hamd_5   <= 2'b00;
            hamd_6   <= 2'b00;
            hamd_7   <= 2'b00;
            hamd_8   <= 2'b00;
        end else begin 
            data_reg <= data;
            if (en_brch) begin 
                data_rx <= {data_reg[count], data_reg[count - 1]};
                count <= count - 2;
                case (data_rx) 
                    2'b00: begin
                        hamd_1 <= 2'd0; hamd_2 <= 2'd2; hamd_3 <= 2'd1; hamd_4 <= 2'd1;
                        hamd_5 <= 2'd2; hamd_6 <= 2'd0; hamd_7 <= 2'd1; hamd_8 <= 2'd1;
                    end
                    2'b01: begin
                        hamd_1 <= 2'd1; hamd_2 <= 2'd1; hamd_3 <= 2'd2; hamd_4 <= 2'd0;
                        hamd_5 <= 2'd1; hamd_6 <= 2'd1; hamd_7 <= 2'd0; hamd_8 <= 2'd2;
                    end
                    2'b10: begin
                        hamd_1 <= 2'd1; hamd_2 <= 2'd1; hamd_3 <= 2'd0; hamd_4 <= 2'd2;
                        hamd_5 <= 2'd1; hamd_6 <= 2'd1; hamd_7 <= 2'd2; hamd_8 <= 2'd0;
                    end
                    2'b11: begin
                        hamd_1 <= 2'd2; hamd_2 <= 2'd0; hamd_3 <= 2'd1; hamd_4 <= 2'd1;
                        hamd_5 <= 2'd0; hamd_6 <= 2'd2; hamd_7 <= 2'd1; hamd_8 <= 2'd1;
                    end
                    default: begin
                        hamd_1 <= 0; hamd_2 <= 0; hamd_3 <= 0; hamd_4 <= 0;
                        hamd_5 <= 0; hamd_6 <= 0; hamd_7 <= 0; hamd_8 <= 0;
                    end
                endcase
            end else begin 
                data_rx <= 2'b00;
                count   <= count;
                hamd_1 <= 0; hamd_2 <= 0; hamd_3 <= 0; hamd_4 <= 0;
                hamd_5 <= 0; hamd_6 <= 0; hamd_7 <= 0; hamd_8 <= 0;
            end
        end
    end
endmodule
module mem (clk, rst, en_mem, prv_st_00, prv_st_01, 
                              prv_st_10, prv_st_11, 
                              bck_prv_st_00, bck_prv_st_01,
                              bck_prv_st_10, bck_prv_st_11);
    input            clk, rst, en_mem;
    input      [1:0] prv_st_00, prv_st_01, prv_st_10, prv_st_11; 
    output reg [1:0] bck_prv_st_00, bck_prv_st_01, bck_prv_st_10, bck_prv_st_11;
    reg [3:0] count; 
    reg [1:0] trellis_diagr[0:3][0:7];
    reg [2:0] trace; 
    integer i;
    integer k;
    always @ (posedge clk or posedge rst) begin 
        if (rst) begin 
            count <= 0; 
            trace <= 7;
            for (i = 0; i < 4; i = i + 1) begin          
                for (k = 0; k < 8; k = k + 1) begin
                    trellis_diagr[i][k] <= 2'b00;        
                end
            end
        end else begin 
            if (en_mem) begin 
                if (count < 8) begin 
                    trellis_diagr[0][count] <= prv_st_00; 
                    trellis_diagr[2][count] <= prv_st_10; 
                    trellis_diagr[1][count] <= prv_st_01;
                    trellis_diagr[3][count] <= prv_st_11;
                    count <= count + 1;
                end
                if (count == 8) begin 
                    bck_prv_st_00 <= trellis_diagr[0][trace]; 
                    bck_prv_st_10 <= trellis_diagr[2][trace]; 
                    bck_prv_st_01 <= trellis_diagr[1][trace];
                    bck_prv_st_11 <= trellis_diagr[3][trace];
                    if (trace != 0) 
                        trace <= trace - 1;
                end
            end
        end
    end
endmodule
module tbck_dec (clk, rst, en_tbck, bck_prv_st_00, bck_prv_st_01,
                               bck_prv_st_10, bck_prv_st_11,
                               sel_node, data_out, done_flag);
    input            clk, rst, en_tbck;
    input      [1:0] bck_prv_st_00, bck_prv_st_01, bck_prv_st_10, bck_prv_st_11;
    input      [1:0] sel_node;
    output reg [7:0] data_out;
    output reg       done_flag;
    reg [7:0] sel_bit_out;
    reg [3:0] count;
    reg in_bit;
    localparam [1:0] s0 = 2'b00;
    localparam [1:0] s1 = 2'b01;
    localparam [1:0] s2 = 2'b10;
    localparam [1:0] s3 = 2'b11;
    reg [1:0] select_node, next_select_node; 
	always @(posedge clk or posedge rst) begin
        if (rst) begin
            select_node <= s0;
            count       <= 0;
            sel_bit_out <= 8'b0;
            in_bit      <= 0;
            data_out    <= 8'b0;
            done_flag   <= 0;
        end else if (en_tbck) begin
            case (select_node)
                s0: begin
                    in_bit <= 0;
                    if (bck_prv_st_00 == 2'b00)
                        select_node <= s0;
                    else
                        select_node <= s1;
                end
                s1: begin
                    in_bit <= 0;
                    if (bck_prv_st_01 == 2'b10)
                        select_node <= s2;
                    else
                        select_node <= s3;
                end
                s2: begin
                    in_bit <= 1;
                    if (bck_prv_st_10 == 2'b00)
                        select_node <= s0;
                    else
                        select_node <= s1;
                end
                s3: begin
                    in_bit <= 1;
                    if (bck_prv_st_11 == 2'b10)
                        select_node <= s2;
                    else
                        select_node <= s3;
                end
            endcase
            sel_bit_out[count] <= in_bit;
            if (count < 8)
                count <= count + 1;
            else begin
                count     <= 0;
                data_out  <= sel_bit_out;
                done_flag <= 1;
            end
        end
    end
endmodule
module viterbi_decoder(clk, rst, en, data, data_out, done_flag);
    input clk, rst, en;
    input [15:0] data;
    output [7:0] data_out;
    output done_flag;
    wire en_brch ,en_add, en_mem, en_tbck;
    wire [1:0] hamd_1, hamd_2, hamd_3, hamd_4, hamd_5, hamd_6, hamd_7, hamd_8;
    wire [1:0] prv_st_00, prv_st_01, prv_st_10, prv_st_11;
    wire [1:0] bck_prv_st_00, bck_prv_st_01, bck_prv_st_10, bck_prv_st_11;
    wire [1:0] sel_node;
    ctrl c1 (.clk(clk),
            .rst(rst),
            .en(en),
            .en_brch(en_brch),
            .en_add(en_add),
            .en_mem(en_mem),
            .en_tbck(en_tbck));
    ham_d br1 (.clk(clk),
            .rst(rst),
            .en_brch(en_brch),
            .data(data),
            .hamd_1(hamd_1),
            .hamd_2(hamd_2),
            .hamd_3(hamd_3),
            .hamd_4(hamd_4),
            .hamd_5(hamd_5),
            .hamd_6(hamd_6),
            .hamd_7(hamd_7),
            .hamd_8(hamd_8));
    add_comp add1 (.clk(clk),
            .rst(rst),
            .en_add(en_add),
            .hamd_1(hamd_1),
            .hamd_2(hamd_2),
            .hamd_3(hamd_3),
            .hamd_4(hamd_4),
            .hamd_5(hamd_5),
            .hamd_6(hamd_6),
            .hamd_7(hamd_7),
            .hamd_8(hamd_8),
            .prv_st_00(prv_st_00),
            .prv_st_10(prv_st_10),
            .prv_st_01(prv_st_01),
            .prv_st_11(prv_st_11),
            .sel_node(sel_node));
    mem mem1 (.clk(clk),
            .rst(rst),
            .en_mem(en_mem),
            .prv_st_00(prv_st_00),
            .prv_st_01(prv_st_01),
            .prv_st_10(prv_st_10),
            .prv_st_11(prv_st_11),
            .bck_prv_st_00(bck_prv_st_00),
            .bck_prv_st_01(bck_prv_st_01),
            .bck_prv_st_10(bck_prv_st_10),
            .bck_prv_st_11(bck_prv_st_11));
    tbck_dec tbck1 (.clk(clk),
            .rst(rst),
            .en_tbck(en_tbck),
            .bck_prv_st_00(bck_prv_st_00),
            .bck_prv_st_01(bck_prv_st_01),
            .bck_prv_st_10(bck_prv_st_10),
            .bck_prv_st_11(bck_prv_st_11),
            .sel_node(sel_node),
            .data_out(data_out),
            .done_flag(done_flag));
endmodule
```
**/design/flow/run.sh**
```bash
#!/bin/bash
# OpenROAD 26Q1-2900-gdf79404cd8, Yosys 0.63+post, stock flow scripts
make -C /OpenROAD-flow-scripts/flow DESIGN_CONFIG=/design/flow/config.mk WORK_HOME=/design/flow/orfs finish
```
**/design/flow/config.mk**
```make
export PLATFORM = sky130hd
export DESIGN_NAME = viterbi_decoder
export DESIGN_NICKNAME = viterbi_decoder
export VERILOG_FILES = /design/flow/design.v
export SDC_FILE = /design/flow/constraint.sdc
export NUM_CORES = 4
export LEC_CHECK = 1
export CORE_UTILIZATION = 40
```
**/design/flow/constraint.sdc**
```tcl
current_design viterbi_decoder

set clk_period 3.5
set clk_io_pct 0.2

create_clock -name clk0 -period $clk_period [get_ports {clk}]

set non_clock_inputs [all_inputs -no_clocks]
set_input_delay [expr $clk_period * $clk_io_pct] -clock clk0 $non_clock_inputs
set_output_delay [expr $clk_period * $clk_io_pct] -clock clk0 [all_outputs]
```
==> summary.txt <==
run metrics: result of the run=completed, TritonCTS buffer count=17, number of hold buffers added after CTS=0, Post-Synthesis Mean Instance Area=11.5 sq um, period utilisation layout=around 80%, depth of the worst hold-timing path=1, Clock power frac=46.8%, most numerous logic cell after layout=sky130_fd_sc_hd__dfrtp_1, weighted congestion at the end of routability-driven global placement=0.858, most used flip-flop cell=sky130_fd_sc_hd__dfrtp_1, length in cells of the worst reg-to-reg path=10, clock-pin slew on the worst setup and hold paths=0.06 ns, headroom to the max-slew limit=48.7%, area of the synthesized netlist per yosys stat=8130 sq um, final count of pins violating max slew=0, shortest period the worst path allows=~2.8 ns, detailed-router iteration count before antenna repair=4, Yosys warning total=6, post-detailed-route wirelength per cell=15.1 um, number of global-route vias before repair=5156, Worst EP required=roughly 3.8 ns, category of the worst setup path capture point=flop, number of nets with antenna violations after detailed routing=0, Final Routed Wirelength=15200 um, share of synthesized registers carrying an async set or reset=between 90% and 100%, number of warnings in the stage logs=41, area delta synth->final=14.1%, Vias/cell=5.09, max_cap viols=0, antenna violations before repair=0, flops out of synthesis=166, Critical Path Fanout Max=7, vias after detailed routing=5134, number of levels in the clock H-tree=4, sequential share of power=50.5%, Static Leakage=about 4.2 nW, cell internal pwr=approximately 0.0031 W, total cells reported by yosys after synthesis=about 700, Final Instance Count excl. Fillers=1008, Arr. time, crit path=3.16 ns, Residual DRC=0, total negative slack=0 ns, post_cts resized=0, worst-path cell chain=ha_1 > a21oi_1 > nor2b_2 > nand2_1 > xor2_1 > ha_1 > mux2i_1 > a21oi_2 > mux2_2 > a21oi_1, Clock Root Buffer=sky130_fd_sc_hd__clkbuf_16, startpoint kind of the worst setup timing path=flop, maximum clock frequency=between 300 and 400 MHz, Unique cell types=between 50 and 60, power per unit of standard cell area=424 nW/um^2, antenna diode count=0, switching power summed over all nets=0.000877 W, unrepaired setup endpoints after global routing=no, vertical extent of the die=145 um, Max Root-Sink Buffers=2, num rows=51, Max rail drop VDD=316 uV, CTS sink cnt=~170, clock skew=0.00703 ns, DP Wirelength=slightly above 10000 um, slowest cell delay on critical path=0.40 ns, full die area=20900 sq um, critical setup path kind=reg -> reg, global-route usage over all layers=16.3%, number of flip-flops in the largest register=64, Design Power=0.00393 W, total global routing overflow=0, buffers inserted by post-CTS timing repair=0, largest net degree at the start of global routing=88, violation tally from detailed-route iteration zero=222, number of setup violations in the final report=0, proportion of total power due to net switching=22.3%, clock tree from TritonCTS=built, post-synth tally of flip-flops with integrated enable=8, placeable core region=19700 sq um, synthesized cell area=8130 sq um, clock latency on the worst-skew pair=0.42 ns, fill cell total of the finished layout=1671, initial core utilization=41.3%, die span in x=145 um, final number of hold-violating endpoints=0, worst hold path class=reg -> reg, io pins=28, fraction of layout instances using a drive strength above 1=16.8%, slew at the pin closest to its max-slew limit=around 0.75 ns, portion of the post-synthesis area used by sequential elements=between 50 and 60%, global-route wire length before repair=between 20000 and 30000 um, tally of buffers added on design ports=27, commonest cells after routing, fill and taps aside=sky130_fd_sc_hd__dfrtp_1 (150), sky130_fd_sc_hd__nand2_1 (62), sky130_fd_sc_hd__mux2_2 (58), combinational group share of total power=approximately 2.7%, slowest CP cell=sky130_fd_sc_hd__dfrtp_1, Post-Place Cells=976, count of mapped cells out of synthesis=705
==> power groups by stage <==
stage / Combinational (W) / Sequential (W) / Clock, W
after CTS: 0.000112 / 0.00199 / 0.00189
after global routing: 0.000127 / 0.00199 / 0.00198
final: 0.000107 / 0.00199 / 0.00184
==> final cells by class <==
type,instances,area [sq um],area share (%)
Tap cell,265,332,3.57
Multi-Input combinational cell,486,3720,40.0
Timing Repair Buffer,33,328,3.53
Sequential cell,166,4200,45.3
Clock buffer,21,493,5.31
Inverter,26,101,1.09
Clock inverter,11,108,1.16
==> critical path: cells and delay by family (launching register included) <==
family                   cells  cell delay [ns]
adder cells (fa/ha/maj)      2             0.63
flip-flops                   1             0.40
multiplexers                 2             0.51
AND-OR/OR-AND                3             0.76
AND/OR/NAND/NOR              2             0.21
XOR/XNOR                     1             0.24
==> through the flow <==
stage	setup WS (ns)	utilization (%)	area, sq um	hold slack, ns
finish	0.686	47.1	9280	0.477
detailed placement	0.681	44.0	8680	0.463
global placement	0.741	44.0	8680	0.456
global route	0.462	47.1	9280	0.498
CTS	0.678	47.1	9280	0.478
floorplan	0.806	-	8140	0.408
==> kinds of logic after synthesis <==
family,share of synthesized area (%)
flip-flops,51.7
AND/OR/NAND/NOR,11.3
adder cells (fa/ha/maj),8.97
multiplexers,10.6
buffers and inverters,2.63
XOR/XNOR,4.09
AND-OR/OR-AND,10.7
==> worst paths after layout <==
path                                              to  slack (ns)             from
hold reg to reg                      tbck1.done_flag        0.48  tbck1.done_flag
min in group asynchronous  mem1.trellis_diagr[22][1]        0.79              rst
max in group asynchronous             tbck1.count[0]        1.89              rst
setup reg to reg                      add1.sum_01[4]        0.69   add1.sum_11[1]
setup / recovery                      add1.sum_01[4]        0.69   add1.sum_11[1]
hold / removal                       tbck1.done_flag        0.48  tbck1.done_flag
==> synth_stat cells (12+ instances only) <==
| library cell | number | area, sq um |
|---|---|---|
| sky130_fd_sc_hd__nor2b_1 | 21 | 131 |
| sky130_fd_sc_hd__o21ai_0 | 35 | 175 |
| sky130_fd_sc_hd__nor2_1 | 33 | 124 |
| sky130_fd_sc_hd__mux2_2 | 58 | 653 |
| sky130_fd_sc_hd__a22oi_1 | 15 | 113 |
| sky130_fd_sc_hd__ha_1 | 51 | 638 |
| sky130_fd_sc_hd__nand2_1 | 62 | 233 |
| sky130_fd_sc_hd__xnor2_1 | 25 | 219 |
| sky130_fd_sc_hd__nand3_1 | 17 | 85.1 |
| sky130_fd_sc_hd__dfrtp_1 | 150 | 3750 |
| sky130_fd_sc_hd__inv_1 | 25 | 93.8 |
| sky130_fd_sc_hd__clkbuf_1 | 19 | 71.3 |
| sky130_fd_sc_hd__xor2_1 | 13 | 114 |
| sky130_fd_sc_hd__mux2i_1 | 12 | 120 |
| sky130_fd_sc_hd__and2_1 | 22 | 138 |
| sky130_fd_sc_hd__a21oi_1 | 23 | 115 |
==> routing by layer <==
metal | routed length [um] | up-vias | track usage [%]
li1 | - | 2540 | -
met1 | 7110 | 2479 | 24.6
met2 | 7240 | 101 | 25.2
met3 | 672 | 14 | 4.18
met4 | 187 | 0 | 2.11
met5 | 0 | - | 0
No activity file was given, so power comes from the tool's default toggle rates.
