$ cat run.sh
#!/bin/bash
# OpenROAD 26Q1-2900-gdf79404cd8, Yosys 0.63+post, stock flow scripts
make -C /OpenROAD-flow-scripts/flow DESIGN_CONFIG=/design/flow/config.mk WORK_HOME=/design/flow/orfs finish
$ cat config.mk
export PLATFORM = sky130hd
export DESIGN_NAME = memory
export DESIGN_NICKNAME = memory
export VERILOG_FILES = /design/flow/design.v
export SDC_FILE = /design/flow/constraint.sdc
export NUM_CORES = 4
export LEC_CHECK = 1
export CORE_UTILIZATION = 50
$ cat constraint.sdc
current_design memory

set clk_period 4.6
set clk_io_pct 0.2

create_clock -name clk0 -period $clk_period [get_ports {clk}]

set non_clock_inputs [all_inputs -no_clocks]
set_input_delay [expr $clk_period * $clk_io_pct] -clock clk0 $non_clock_inputs
set_output_delay [expr $clk_period * $clk_io_pct] -clock clk0 [all_outputs]
$ cat design.v
`timescale 1ns / 1ps
module memory(clk,rst,en_mem,i_prev_st_00,i_prev_st_10,i_prev_st_01,i_prev_st_11,
                o_prev_st_00,o_prev_st_10,o_prev_st_01,o_prev_st_11);
input clk,rst,en_mem;
input [1:0] i_prev_st_00,i_prev_st_10,i_prev_st_01,i_prev_st_11;
output reg [1:0] o_prev_st_00,o_prev_st_10,o_prev_st_01,o_prev_st_11;
reg [3:0] count; 
reg [1:0] trellis_diagr[0:3][0:7];
reg [2:0] trace; 
integer i;
integer k;
always @ (posedge clk or negedge rst)
begin
    if (rst == 0)
    begin 
        count <= 0; 
        trace <= 7;
        for(i = 0; i < 4; i = i + 1)begin  
            for(k = 0; k < 8; k = k + 1)begin
                trellis_diagr[i][k] <= 2'b00;  
            end
        end
    end
    else 
    begin
        if (en_mem == 1)  
        begin
            if(count < 8)
            begin
            trellis_diagr[0][count] <= i_prev_st_00; 
            trellis_diagr[2][count] <= i_prev_st_10; 
            trellis_diagr[1][count] <= i_prev_st_01;
            trellis_diagr[3][count] <= i_prev_st_11;
            count <= count + 1;
            end
            if(count == 8)
            begin
                o_prev_st_00 <= trellis_diagr[0][trace]; 
                o_prev_st_10 <= trellis_diagr[2][trace]; 
                o_prev_st_01 <= trellis_diagr[1][trace]; 
                o_prev_st_11 <= trellis_diagr[3][trace];
                if(trace != 0)
                trace <= trace - 1;
            end
        end
    end
end
endmodule
==> Changelog: implementation <==
### Implementation results

* Syn Inst Count at 260
* Worst Hold Path EP: trellis_diagr[22][1]
* Final Skew at 12.7 ps
* Synth async-reset ratio at 0.899
* Hold_ws at 504 ps
* IR Drop Worst-Case VDD at 368 uV
* Actual slew at the worst max-slew pin at 854 ps
* WL final at 7450 um
* # rows at 30
* Cells on worst reg2reg path at 5
* First-pass GRT wire length at 12,100 um
* Synth top cell by count: dfrtp_1
* Clk latency of the worst-skew pair at 350 ps
* Iteration-0 DRC Markers at 151
* Post-synth EDFFs at 8
* Slew headroom at 0.430
* Routability cong. at 0.834
* Initial antenna violation count at 0
* Dominant cell area share at 0.469
* Part of the cycle the worst path needs at 0.520
* Die height at 87.2 um
* Fp_density at 0.526
* RSZ-0062 raised after global routing: false
* # Cells Yosys at 260
* Setup Buffers After CTS at 0
* Setup crit start kind: input port
* Die Span X at 87.2 um
* Post-synth top cells: 68 x dfrtp_1, 67 x mux2_2, 12 x a22oi_1
* Buffers and inverters on the worst path at 1
* Total power at 2.62 mW
* Setup crit end kind: flop
* Worst Path Required at 4840 ps
* Placed Area at 3860 sq um
* Antenna Cells at 0
* Total global-route track usage at 0.230
* RR Endpoint: o_prev_st_10[0]
* Cell Pwr Density at 647 nW/um^2
* Final hold violations at 0
* CTS tree: done
* Achievable Freq at 418 MHz
* Crit-path leading delay family: buffers and inverters
* Crit path max fanout at 10
* Placed Instances at 362
* Run status: finished, final reports clean
* Ys flop type: dfrtp_1
* Hold Path Origin: trellis_diagr[22][1]
* Filler instances at 593
* Vias in the first global route at 2,292
* Cell Chain, Critical Path: clkdlybuf4s50_1 -> nor2b_4 -> and3b_1 -> mux2_2
* Clock sinks at 79
* Final slew viol count at 0
* Critical path type: input port to flop
* Largest net degree at the start of global routing at 50
* Final worst slack at 2210 ps
* Remaining antenna violation count at 0
* Reg2Reg Launch Point: trace[0]
* CTS Hold Bufs at 0
* OpenROAD warning count at 33
* WHS Path Cells at 1
* DR DRC count at 0
* Avg Cell Area, Syn at 14.0 sq um
* Max incr delay on CP at 670 ps
* Post-synth design cell area at 3630 sq um
* Setup tns final at 0 ps
* Boundary Pins at 19
* CP arrival at 2630 ps
* Via density at 5.94
* TritonRoute pass-1 iters at 5
* Cts bufs inserted at 9
* H-tree Lvls at 3
* Vias at 2,246
* Post-synthesis cell type count at 39
* Sequential area share after synthesis at 0.557
* Area Growth Syn to Fin at 11.6%
* Worst R2R Setup Slack at 2380 ps
* Slowest CP cell: clkdlybuf4s50_1
* Yosys warns at 2
* Layout cell share with drive strength beyond 1 at 0.340
* Longest Clk Path Bufs at 2
* Final core utilization at 0.587
* Synth top area cells: dfrtp_1 47%, mux2_2 21%, edfxtp_1 6.6%
* Worst-path clk slew at 80 ps
* Non-Filler Instances at 378
* YS chip area at 3630 sq um
* Post-cts resize count at 0
* Leak Pwr at 1.71 nW
* Yosys reg bits at 79
* Die area at 7610 sq um
* Layout Cell Area excl Fill at 4050 sq um
* Post-DP HPWL at 4590 um
* Area leader, netlist: dfrtp_1
* Post-Place Worst Slack at 1860 ps
* Core Area at 6910 sq um
* Post-layout min period at 2390 ps
* Per-cell routed wire length at 19.7 um
* Worst Hold Class: flop to flop
* Setup violators final at 0
* Count of buffers from port buffering at 18
* Max-cap violations at 0
* Root buffer cell: clkbuf_8
* Remaining global-route overflow at 0
[sequential cells by signal (all words and copies together) (netlist names)]
name	count
o_prev_st_10	2
trellis_diagr	64
o_prev_st_11	2
trace	3
count	4
o_prev_st_00	2
o_prev_st_01	2
[worst register-to-register path, stage by stage (launching register included)]
cell,delay [ps]
dfstp_2,560
inv_1,100
ha_1,500
nor4_1,480
nand2_1,270
o2111ai_1,160
[cell type report]
| cell class | count | area, sq um | area share |
|---|---|---|---|
| inverter | 5 | 18.8 | 0.00463 |
| clock buffer | 13 | 170 | 0.0420 |
| multi-input combinational | 162 | 1510 | 0.373 |
| tap | 96 | 120 | 0.0296 |
| timing repair buffer | 20 | 190 | 0.0469 |
| sequential | 79 | 2020 | 0.498 |
| clock inverter | 3 | 23.8 | 0.00586 |
[power by group]
group / switching (mW) / leakage (nW) / internal [mW] / total (mW)
Clock: 0.251 / 0.0914 / 0.246 / 0.497
Sequential: 0.211 / 0.940 / 1.05 / 1.26
Combinational: 0.398 / 0.676 / 0.464 / 0.862
Total: 0.860 / 1.71 / 1.76 / 2.62
[cells by family (layout without fill, tap and decap cells)]
family,Yosys count,count (layout),share of synthesized area
DFF,79,79,0.557
and+or+nand+nor,41,41,0.0758
muxes,68,68,0.211
AOI/OAI and AO/OA,39,39,0.0837
buffers and inverters,19,41,0.0293
adders and majority gates,10,10,0.0345
xor gates and xnor gates,4,4,0.00965
[cell usage in the layout, fill, tap and decap left out, types with 6 or more instances in the layout]
master,count
a22o_1,8
a22oi_1,12
clkbuf_8,10
clkdlybuf4s50_1,17
dfrtp_1,68
edfxtp_1,8
ha_1,10
mux2_2,67
nand2_1,10
o21ai_0,6
[metal layers]
| layer | wire [um] | up-vias | GRT usage |
|---|---|---|---|
| li1 | - | 1016 | - |
| met1 | 3510 | 1155 | 0.373 |
| met2 | 3300 | 65 | 0.330 |
| met3 | 500 | 10 | 0.0731 |
| met4 | 144 | 0 | 0.0402 |
| met5 | 0 | - | 0 |
[worst max path at each step]
stage	from	to	depth (start not counted)
4_1_cts	en_mem	trellis_diagr[25][0]	4
6_report	en_mem	trellis_diagr[25][0]	4
5_1_grt	en_mem	trellis_diagr[25][1]	4
No activity file was given, so power comes from the tool's default toggle rates.
