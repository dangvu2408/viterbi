File: flow/run.sh
#!/bin/bash
# OpenROAD 26Q1-2900-gdf79404cd8, Yosys 0.63+post, stock flow scripts
make -C /OpenROAD-flow-scripts/flow DESIGN_CONFIG=/design/flow/config.mk WORK_HOME=/design/flow/orfs finish
File: flow/config.mk
export PLATFORM = sky130hd
export DESIGN_NAME = extract_bit
export DESIGN_NICKNAME = extract_bit
export VERILOG_FILES = /design/flow/design.v
export SDC_FILE = /design/flow/constraint.sdc
export NUM_CORES = 4
export LEC_CHECK = 1
export CORE_AREA = 10 10 70 70
export DIE_AREA = 0 0 80 80
File: flow/constraint.sdc
current_design extract_bit

set clk_period 2.1
set clk_io_pct 0.2

create_clock -name clk0 -period $clk_period [get_ports {clk}]

set non_clock_inputs [all_inputs -no_clocks]
set_input_delay [expr $clk_period * $clk_io_pct] -clock clk0 $non_clock_inputs
set_output_delay [expr $clk_period * $clk_io_pct] -clock clk0 [all_outputs]
File: flow/design.v
`timescale 1ns / 1ps
module extract_bit(rst,clk,en_ext,i_data,o_rx);
input rst, clk, en_ext;
input [15:0] i_data;
output reg [1:0] o_rx;
reg [3:0] count;
always @ (posedge clk or negedge rst)  
begin
    if (rst == 0)
    begin
        count <= 4'b1111;  
        o_rx <= 2'b00;
    end
    else 
    begin
        if (en_ext == 1)
        begin
            o_rx <= {i_data[count], i_data[count - 1]};
            count <= count - 2; 
        end
	else if(en_ext == 0)
        begin
            o_rx <= 2'b00;
            count <= count;
        end
    end
end
endmodule
==> run notes <==
Update from the flow run.

The critical path endpoint category is a primary output. Measured in cells, the most critical reg-to-reg path has a length of 3. Clock skew on the completed layout was measured at 7.78 ps. Per the post-run analysis, buffers plus inverters along the critical path come to 1. The floorplan die height is 80 um. Fill cells in the final layout number 381. Across all setup checks in the final design, the least slack found is 630 ps. The post-layout minimum cycle time is 1470 ps. Before any placement, the netlist area is recorded as 324 um^2.

In the global route stage, overall resource usage came out at 3.08%. The total number of H-tree levels is 1. The total clock buffers created by CTS is 3. The total via count in the routed design is 293.

The number of cells upsized or downsized after cts is 0. The endpoint identified for the worst register-to-register timing path is o_rx[1]$_DFF_PN0_. Walking the worst path, the cells encountered are clkdlybuf4s50_1. The detailed placer reported the number of placed instances as 90. The run finished with clean final reports. The library cell contributing the largest single delay on the critical path is clkdlybuf4s50_1. The chip footprint is 6400 um^2.

The leakage power is 0.241 nW. The share of cells above drive strength 1 is 12.5%. The tree is rooted in a clkbuf_4. The insertion delay to the later sink of the worst-skew pair is 250 ps.

The count of warnings emitted by yosys is 1. For this block, the routed nets add up to 902 um of wire. The startpoint-to-endpoint class of the critical path is flop to primary output. The number of clock sinks is 5. The maximum count of clock buffers along a single path is 2. The number of buffers inserted by port buffering is 20. The final worst-path cycle share is 70.0%. Max-cap violations in this run came to 0. Sequential cells were found to cover 39.8% of the synthesized design area. Entering global routing, the biggest net connects 7 pins. The estimated wirelength of the detail-placed design is 791 um. The number of antenna violations at the first check in global routing is 0. After its last routability iteration, the placer logged a weighted congestion of 0.686. The starting density of the core is 9.49%. The report lists the number of standard-cell rows as 21.

Setup repair after global routing left no endpoint under its margin. The violation count after the first detailed-routing iteration is 4. The slew check shows that the tightest pin keeps a relative margin of 84.8%. In this run the post-CTS setup repair buffer count came out at 0.

The first global-routing pass estimated 1.50 mm of wire. The post-synthesis cell type count is 11. The final setup violation count is 0. The count of final hold-check violations is 0. The worst-path maximum fanout is 1. The class of the worst hold path is input pin to asynchronous set/reset pin.

The number of global-route vias before repair is 335. Per the OpenROAD floorplan log, the area of the core is 3420 um^2. The number of non-filler instances in the completed layout is 94. The number of standard cells after synthesis is 25.

The global route total overflow is 0. Per the timing report, the most critical flop-to-flop path originates at count[2]$_DFFE_PN1P_. The total negative slack for setup checks is 0 ps. The worst setup slack after placement is 511 ps. The die width is 80 um. The synthesized chip area reported by yosys is 324 um^2. Max-slew check failures listed in the final report amount to 0. The count of nets left with antenna violations once routing finished came out at 0. Total power normalized to cell area comes to 939 nW/um^2. The total number of warnings across the stage logs is 25. The remaining routing DRC violations is 0. The fmax is 680 MHz.

For this run, the detailed router reports a per-instance via density of 3.12. TritonCTS built the clock tree. For this design the top-level I/O count stands at 21. The reg2reg setup slack is 660 ps.

The OpenROAD report gives the critical path a required time of 1680 ps. The critical path's top delay family is buffers and inverters. The antenna cell count is 0. The largest stage delay on the critical path is 480 ps.

The post-synthesis area per instance is 13.0 um^2. The clock slew seen by the registers of the worst setup and hold paths is 50 ps. The number of hold buffers added after CTS was 0.

The slew at the pin with the worst max-slew slack is 227 ps. The data arrival time of the critical path is 1050 ps. The worst setup path is launched from a flop.

The average detailed-routed wire length per instance is 9.60 um. The synthesis stat section lists a flop and latch total of 5. After synthesis, the design contains 25 cells according to Yosys. The iteration tally of the first detailed-router pass is 4.

The flow measured a signed area growth from synthesis to layout of 84.2%. The analysis reports a worst IR drop on VDD of 458 uV.
==> layer usage <==
layer | wire [um] | global-route usage (%)
met5 | 0 | 0
met4 | 6 | 0.352
met3 | 218 | 3.75
met2 | 257 | 3.13
met1 | 419 | 3.95
==> report_power, final <==
group | switching, W | total (W) | internal (W)
clock | 0.0000422 | 0.000114 | 0.0000720
sequential | 0.0000581 | 0.000225 | 0.000167
combinational | 0.0000661 | 0.000222 | 0.000155
==> per-stage QoR <==
stage / total power [W] / area (um^2) / util [%] / hold WS (ps)
2_1_floorplan: 0.000366 / 324 / - / 124
3_3_place_gp: 0.000444 / 571 / 16.7 / 515
3_5_place_dp: 0.000449 / 571 / 16.7 / 524
4_1_cts: 0.000567 / 597 / 17.5 / 392
5_1_grt: 0.000607 / 597 / 17.5 / 408
6_report: 0.000561 / 597 / 17.5 / 389
==> worst max-delay path by stage <==
stage                             start       to  slack, ps  cells past startpoint
after global routing  o_rx[0]$_DFF_PN0_  o_rx[0]        590                      1
final                 o_rx[0]$_DFF_PN0_  o_rx[0]        630                      1
after CTS             o_rx[0]$_DFF_PN0_  o_rx[0]        620                      1
==> layout make-up <==
| class | count | area, um^2 | area share [%] |
|---|---|---|---|
| Tap cell | 46 | 57.6 | 9.64 |
| Inverter | 3 | 11.3 | 1.89 |
| Timing Repair Buffer | 20 | 200 | 33.5 |
| Clock buffer | 4 | 26.3 | 4.40 |
| Multi-Input combinational cell | 16 | 173 | 28.9 |
| Sequential cell | 5 | 129 | 21.6 |
==> cell usage after synthesis (all sizes together) <==
library cell,n,area [um^2]
nand2,5,18.8
mux4,4,105
a21oi,3,15.0
dfstp,3,78.8
inv,3,11.3
dfrtp,2,50.1
buf,1,11.3
ha,1,12.5
nor2,1,3.75
xnor2,1,8.76
xor2,1,8.76
==> registers in the layout, summed over array words and instances, names as in the netlist <==
register and flops:
count 3, o_rx 2
==> logic make-up after synthesis <==
kind of cell             count (synthesis)  synth area share, %
AND/OR/NAND/NOR                          6                 6.95
flip-flops                               5                 39.8
buffers and inverters                    4                 6.95
multiplexers                             4                 32.4
AND-OR/OR-AND                            3                 4.63
XOR/XNOR                                 2                 5.41
adder cells (fa/ha/maj)                  1                 3.86
==> layout by cell type, fill, tap and decap left out <==
cell type and instances:
xor2_1 1, ha_1 1, clkdlybuf4s50_1 20, nor2_1 1, a21oi_1 3, mux4_1 4
xnor2_1 1, dfstp_2 3, clkbuf_4 3, clkbuf_1 1, dfrtp_1 2, inv_1 3
nand2_1 5
No activity file was given, so power comes from the tool's default toggle rates.
